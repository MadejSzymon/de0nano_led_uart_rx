## /design/flow/config.mk

```make
export PLATFORM = sky130hd
export DESIGN_NAME = top
export DESIGN_NICKNAME = top
export VERILOG_FILES = /design/flow/design.v
export SDC_FILE = /design/flow/constraint.sdc
export NUM_CORES = 4
export LEC_CHECK = 1
export CORE_UTILIZATION = 40
export SYNTH_HDL_FRONTEND = slang
```

## /design/flow/constraint.sdc

```tcl
current_design top

set clk_period 4.9
set clk_io_pct 0.2

create_clock -name clk0 -period $clk_period [get_ports {i_board_clk}]

set non_clock_inputs [all_inputs -no_clocks]
set_input_delay [expr $clk_period * $clk_io_pct] -clock clk0 $non_clock_inputs
set_output_delay [expr $clk_period * $clk_io_pct] -clock clk0 [all_outputs]
```

## /design/flow/design.v

```verilog
package pkg;
	parameter DATA_BITS = 8;
	parameter STOP_BITS = 1;
	parameter integer CLK_FREQ = 50_000_000;
	parameter integer BAUD_RATE = 9600;
	parameter integer TICK_NBR = CLK_FREQ/BAUD_RATE;
	typedef enum {RX_IDLE,RX_START,RX_DATA,RX_STOP} rx_state;
endpackage 
import pkg::*;
module led_controller(i_clk, i_ready_rx, i_data_rx, o_led);
	input i_clk;
	input i_ready_rx;
	input [DATA_BITS-1:0] i_data_rx;
	output logic [DATA_BITS-1:0] o_led;
	initial 
		o_led <= 0;
	always@(posedge i_clk) begin
		if(i_ready_rx)
			o_led <= i_data_rx;
	end
endmodule 
import pkg::*;
module top(i_board_clk, i_data_rx, o_led);
	input i_board_clk;
	input i_data_rx;
	output [DATA_BITS-1:0] o_led;
	logic [DATA_BITS-1:0] w_data_rx;
	logic w_ready_rx;
	uart_rx uart_rx (
	.i_clk(i_board_clk),
	.i_data_rx(i_data_rx),
	.i_enb_rx(1'b1),
	.o_data_rx(w_data_rx),
	.o_ready_rx(w_ready_rx)
	);
	led_controller led_controller(
	.i_clk(i_board_clk),
	.i_ready_rx(w_ready_rx),
	.i_data_rx(w_data_rx),
	.o_led(o_led)
	);
endmodule 
import pkg::*;
module uart_rx 
(i_clk, i_data_rx, i_enb_rx,
o_data_rx, o_ready_rx);
	input i_clk;
	input i_data_rx;
	input i_enb_rx;
	output logic [DATA_BITS-1:0] o_data_rx;
	output o_ready_rx;
	logic [$clog2(TICK_NBR)-1:0] ticks_count_rx;
	logic [$clog2(DATA_BITS+2)-1:0] bits_count_rx;
	rx_state state_rx;
	rx_state next_rx;
	initial begin
		state_rx <= RX_IDLE;
		ticks_count_rx <= 0;
		bits_count_rx <= 0;
	end
	assign o_ready_rx = (state_rx == RX_STOP) ? 1'b1 : 1'b0;
	always@(*) begin
		case(state_rx)
		RX_IDLE:begin
			if(i_enb_rx && !i_data_rx)
				next_rx = RX_START;
			else
				next_rx = RX_IDLE;
		end
		RX_START: begin
			if(ticks_count_rx == TICK_NBR-1)
				next_rx = RX_DATA;
			else
				next_rx = RX_START;
		end
		RX_DATA: begin
			if(bits_count_rx == DATA_BITS)
				next_rx = RX_STOP;
			else
				next_rx = RX_DATA;
		end
		RX_STOP: begin
			if(bits_count_rx == DATA_BITS + STOP_BITS)
				next_rx = RX_IDLE;
			else
				next_rx = RX_STOP;
		end
		endcase
	end
	always @(posedge i_clk) begin
		state_rx <= next_rx;
	end
	always @(posedge i_clk) begin
		case (state_rx)
			RX_IDLE:
			begin
				ticks_count_rx <= 0;
				bits_count_rx <= 0;
			end
			RX_START:
			begin
				if (ticks_count_rx == TICK_NBR-1)
					ticks_count_rx <= 0;
				else
					ticks_count_rx <= ticks_count_rx + 1'b1;
			end
			RX_DATA:
			begin
				if (ticks_count_rx == TICK_NBR-1) begin
					bits_count_rx <= bits_count_rx + 1'b1;
					ticks_count_rx <= 0;
				end
				else begin
					ticks_count_rx <= ticks_count_rx + 1'b1;
				end
				if (ticks_count_rx == TICK_NBR/2 + 1) begin
					o_data_rx[0] <= i_data_rx;
				end
				if (ticks_count_rx == TICK_NBR/2) begin
					o_data_rx <= o_data_rx << 1;
				end
			end
			RX_STOP:
			begin
				if (ticks_count_rx == TICK_NBR-1) begin
					bits_count_rx <= bits_count_rx + 1'b1;
					ticks_count_rx <= 0;
				end
				else begin
					ticks_count_rx <= ticks_count_rx + 1'b1;
				end
			end
		endcase
	end
endmodule 
```

## /design/flow/run.sh

```bash
#!/bin/bash
# OpenROAD 26Q1-2900-gdf79404cd8, Yosys 0.63+post, stock flow scripts
make -C /OpenROAD-flow-scripts/flow DESIGN_CONFIG=/design/flow/config.mk WORK_HOME=/design/flow/orfs finish
```

==> flow_summary.yaml <==
# generated from flow reports
worst_setup_path:
  r2r_setup_slack_ns: 2.89
  cp-end-kind: "primary output"
  path_max_fanout: 1
  path_cells: "clkdlybuf4s50_1"
  path_delay_family: "buffers and inverters"
  cp_slowest_cell: "clkdlybuf4s50_1"
  r2r-end: "uart_rx.o_data_rx[6]$_DFFE_PP_"
  slowest_delay_ns: 0.46
  path_buffers: 1
  cp_data_arrival_time_ns: 1.07
  reg2regPathDepth: 3
  path_class: "flip-flop to primary output"
  critical_path_required_ns: 3.92
  r2r-start: "uart_rx.ticks_count_rx[6]$_SDFFCE_PP0P_"
  worstSetupStartpointType: "flip-flop"
die:
  die_area_mm2: 0.00443
  die_y_um: 66.6
  core_mm2: 0.00400
  ios: 10
  fp_util: 0.417
  die_w_um: 66.6
  std_cell_rows: 23
power:
  swShare: 0.316
  power_frac_seq: 0.516
  p_int_w: 0.000665
  powerDensity_mw_per_mm2: 507
  p_sw_w: 0.000308
  ir_drop_v: 0.000296
  comb_power_share: 0.216
  clockPowerShare: 0.268
  leakage_nw: 0.706
worst_hold_path:
  hp-class: "flip-flop to flip-flop"
  whs_endpoint: "led_controller.o_led[7]$_DFFE_PP_"
  hp-start: "uart_rx.o_data_rx[7]$_DFFE_PP_"
  min_delay_path_depth: 0
synth:
  yosys_warnings: 0
  yosysChipArea_mm2: 0.00167
  compound_area_frac: 0.0308
  yosys_cells: 127
  ys_seq_frac: 0.618
  synthXorXnorAreaFrac: 0.0683
  top_logic_kind: "simple AND/OR/NAND/NOR gates"
  synth.distinct_cells: 35
  syn_inst: 127
  synth.largest_area_cell: "edfxtp_1"
  synthMuxAreaShare: 0
  synth.top_cell.area_share: 0.594
  syn_avg_cell_area_um2: 13.1
  numSynthFlops: 35
  ys_sh_adder: 0.0825
  netlist_area_mm2: 0.00167
  synthTopCellsByArea: "edfxtp_1 (59%), ha_1 (8.3%), nor2_1 (4.5%), xor2_1 (4.2%), xnor2_1 (2.6%)"
  simple_gate_share: 0.173
clock_network:
  clk-insertion-delay-late_ns: 0.29
  h-tree-depth: 2
  clkSlewWorstSetupHoldPaths_ns: 0.07
  cts_buffer_depth: 2
  cts-root-buf: "clkbuf_8"
  post_cts_resized: 0
  cts_tree: "built"
  cts_made_buffers: 5
  cts_sinks: 35
  cts.hold.buffers_added: 0
  postCtsSetupRepairBufs: 0
placed_design:
  placed_area_mm2: 0.00180
  port_buffers: 9
  place.gp.congestion: 0.929
  post-place-ws_ns: 2.86
  dp_hpwl_um: 1710
detailed_routing:
  wl_met2_um: 1100
  top_layer: "met4"
  ant_nets: 0
  wl_met3_um: 107
  wirelength_um: 2490
  vias_per_cell: 4.93
  vias: 947
  first_pass_iters: 4
  antennaDiodeCount: 0
  met1_length_um: 1260
  drt-initial-drc-count: 46
  drc: 0
  routedWlPerCell_um: 13.0
finish:
  drive_gt1_frac: 0.0775
  fin_area_mm2: 0.00192
  post-route-util: 0.479
  syn_to_final_growth_pct: 14.9
  n_fill_cell: 346
sta:
  hold_viol: 0
  worst_slew_pin_slew_ns: 0.664
  setup_viol_count_final: 0
  maxClockFrequency_mhz: 487
  final-max-slew-violation-count: 0
  max_slew_margin: 0.553
  skew_ns: 0.00809
  min_period_ns: 2.05
  min_period_over_period: 0.419
  finalSetupTns_ns: 0
  layout_setup_ws_ns: 2.85
  rsz0062_at_grt: "false"
grt:
  grt_max_degree: 14
  grtUsageTotal: 0.138
  grt_pass1_wl_um: 4350
  grt_antenna_before_repair: 0
  globalRouteOverflowTotal: 0
  grt_pass1_vias: 940
outcome:
  status: "finished clean"
run:
  tool_warnings: 34
  drv_cap: 0
[registers in the layout, indices dropped and copies added (netlist names)]
register,count
uart_rx.o_data_rx,8
uart_rx.state_rx,2
uart_rx.ticks_count_rx,13
led_controller.o_led,8
uart_rx.bits_count_rx,4
[per-stage QoR]
step | instances | hold WS, ns | total power (W)
floorplan | 127 | 0.400 | 0.000669
global placement | 184 | 0.408 | 0.000711
detailed placement | 184 | 0.405 | 0.000719
CTS | 192 | 0.423 | 0.000983
global route | 192 | 0.447 | 0.00104
finish | 192 | 0.422 | 0.000972
[worst register-to-register path, stage by stage, from the launching register on]
cell	delay [ns]
edfxtp_1	0.46
or4b_1	0.54
nor4_2	0.29
and3_1	0.40
[cells in the mapped netlist]
| master | instances |
|---|---|
| a211oi_1 | 1 |
| a21boi_0 | 1 |
| a21o_1 | 1 |
| a21oi_1 | 1 |
| a221oi_1 | 1 |
| and2_2 | 1 |
| and3_1 | 2 |
| and3b_1 | 1 |
| and4_1 | 2 |
| and4b_1 | 2 |
| buf_4 | 1 |
| buf_6 | 1 |
| dfxtp_1 | 2 |
| edfxtp_1 | 33 |
| ha_1 | 11 |
| inv_1 | 7 |
| nand2_1 | 4 |
| nand2b_1 | 1 |
| nand3_1 | 5 |
| nand3b_1 | 1 |
| nand4_1 | 4 |
| nor2_1 | 20 |
| nor2b_1 | 1 |
| nor3_1 | 1 |
| nor4_1 | 1 |
| nor4_2 | 1 |
| nor4b_1 | 1 |
| o211a_1 | 1 |
| o21ai_0 | 1 |
| or2_1 | 1 |
| or2_2 | 1 |
| or2b_1 | 1 |
| or4b_1 | 1 |
| xnor2_1 | 5 |
| xor2_1 | 8 |
[layout make-up]
| type | count | area [um2] | area share |
|---|---|---|---|
| Clock buffer | 5 | 68.8 | 0.0359 |
| Tap cell | 50 | 62.6 | 0.0326 |
| Timing Repair Buffer | 9 | 90.1 | 0.0470 |
| Inverter | 7 | 26.3 | 0.0137 |
| Sequential cell | 35 | 1030 | 0.538 |
| Clock inverter | 3 | 46.3 | 0.0242 |
| Multi-Input combinational cell | 83 | 592 | 0.309 |
[worst max path at each step]
stage	from	to	slack, ns	cells past startpoint
CTS	led_controller.o_led[5]$_DFFE_PP_	o_led[5]	2.83	1
global route	uart_rx.ticks_count_rx[10]$_SDFFCE_PP0P_	uart_rx.o_data_rx[6]$_DFFE_PP_	2.74	3
finish	led_controller.o_led[5]$_DFFE_PP_	o_led[5]	2.85	1
[kinds of logic after synthesis]
kind of cell    Yosys count
flops                    35
compound gates            7
xor+xnor                 13
fa+ha+maj                11
simple gates             52
buf+inv                   9
[metal layers]
| layer | track usage | vias up |
|---|---|---|
| li1 | - | 480 |
| met1 | 0.225 | 446 |
| met2 | 0.192 | 19 |
| met3 | 0.0503 | 2 |
| met4 | 0.0213 | 0 |
| met5 | 0 | - |
[cells in the final DEF, fill, tap and decap left out, types with 2 or more instances in the layout]
master	n
and4_1	2
nand4_1	4
inv_1	7
xnor2_1	5
clkbuf_8	5
dfxtp_1	2
xor2_1	8
nor2_1	20
nand2_1	4
and4b_1	2
edfxtp_1	33
nand3_1	5
clkdlybuf4s50_1	9
and3_1	2
ha_1	11
[power groups by stage]
stage                 clock, W  combinational, W  sequential, W
after CTS             0.000267          0.000214       0.000502
after global routing  0.000278          0.000243       0.000516
final                 0.000260          0.000210       0.000502
Power figures rest on the tool's default switching activity, not on a simulated workload.
